===== flow/run.sh =====
#!/bin/bash
# OpenROAD 26Q1-2900-gdf79404cd8, Yosys 0.63+post, stock flow scripts
make -C /OpenROAD-flow-scripts/flow DESIGN_CONFIG=/design/flow/config.mk WORK_HOME=/design/flow/orfs finish

===== flow/config.mk =====
export PLATFORM = sky130hd
export DESIGN_NAME = uart_top
export DESIGN_NICKNAME = uart_top
export VERILOG_FILES = /design/flow/design.v
export SDC_FILE = /design/flow/constraint.sdc
export NUM_CORES = 4
export LEC_CHECK = 1
export CORE_UTILIZATION = 50

===== flow/constraint.sdc =====
current_design uart_top

set clk_period 3.8
set clk_io_pct 0.2

create_clock -name clk0 -period $clk_period [get_ports {clock}]

set non_clock_inputs [all_inputs -no_clocks]
set_input_delay [expr $clk_period * $clk_io_pct] -clock clk0 $non_clock_inputs
set_output_delay [expr $clk_period * $clk_io_pct] -clock clk0 [all_outputs]

===== flow/design.v =====
module uart
  #(parameter
    COUNT = 11'd1302)
   (
    input        xreset,       
    input        clock,        
    output       uart_txd,     
    input        uart_rxd,     
    input        send_en,      
    input  [7:0] send_data,    
    output       send_ready,   
    output reg   recv_en,      
    output [7:0] recv_data);   
   localparam ST_WAIT  = 4'd0;   
   localparam ST_START = 4'd1;   
   localparam ST_BIT0  = 4'd2;   
   localparam ST_BIT1  = 4'd3;   
   localparam ST_BIT2  = 4'd4;   
   localparam ST_BIT3  = 4'd5;   
   localparam ST_BIT4  = 4'd6;   
   localparam ST_BIT5  = 4'd7;   
   localparam ST_BIT6  = 4'd8;   
   localparam ST_BIT7  = 4'd9;   
   localparam ST_STOP  = 4'd10;  
   localparam ST_SYNC  = 4'd11;  
   reg [10:0]    tx_count;   
   reg [10:0]    rx_count;   
   reg [3:0]     tx_st;      
   reg [3:0]     rx_st;      
   reg           tx_bit;     
   reg           rx_bit;     
   reg [7:0]     tx_buf;     
   reg [7:0]     rx_buf;     
   wire tx_timing;  
   wire rx_timing;  
   assign uart_txd   = tx_bit;
   assign send_ready = tx_st == ST_WAIT;
   assign recv_data  = rx_buf;
   assign tx_timing = tx_count == 11'd0;
   assign rx_timing = rx_count == 11'd0;
   always @(posedge clock or negedge xreset)
     begin
        if (!xreset)
          begin
             tx_count <= COUNT;
             rx_count <= COUNT;
             tx_st    <= ST_WAIT;
             rx_st    <= ST_WAIT;
             tx_bit   <= 1'b1;  
             rx_bit   <= 1'b0;
             tx_buf   <= 8'd0;
             rx_buf   <= 8'hff;
          end
        else
          begin
             tx_count <= (tx_count != 0) ? (tx_count - 1'd1) : COUNT;
             if (tx_st == ST_WAIT)
               begin
                  if (send_en)
                    begin
                       tx_buf <= send_data;
                       tx_st <= ST_START;
                    end
               end
             else if (tx_timing)
               begin
                  if (tx_st == ST_START)
                    begin
                       tx_bit <= 1'b0;  
                       tx_st <= ST_BIT0;
                    end
                  else if (tx_st >= ST_BIT0 && tx_st <= ST_BIT7)
                    begin
                       tx_bit <= tx_buf[0];
                       tx_buf <= tx_buf >> 1;
                       tx_st <= tx_st + 4'd1;
                    end
                  else if (tx_st == ST_STOP)
                    begin
                       tx_bit <= 1'b1;  
                       tx_st <= ST_SYNC;
                    end
                  else if (tx_st == ST_SYNC)
                    begin
                       tx_st <= ST_WAIT;
                    end
               end
             rx_bit <= uart_rxd;
             if (rx_st == ST_WAIT)
               begin
                  recv_en <= 1'b0;
                  if (!rx_bit)
                    begin
                       rx_count <= COUNT / 2'd2;
                       rx_st <= ST_START;
                    end
               end
             else if (rx_timing)
               begin
                  if (rx_st == ST_START)
                    begin
                       if (!rx_bit)
                         begin
                            rx_st <= ST_BIT0;
                            rx_count <= COUNT;
                         end
                       else
                         begin
                            rx_st <= ST_WAIT;
                         end
                    end
                  else if (rx_st >= ST_BIT0 && rx_st <= ST_BIT7)
                    begin
                       rx_buf <= {rx_bit, rx_buf[7:1]};
                       rx_count <= COUNT;
                       rx_st <= rx_st + 4'd1;
                    end
                  else if (rx_st == ST_STOP)
                    begin
                       if (rx_bit)
                         begin
                            rx_count <= COUNT / 2'd2 - COUNT / 4'd8;
                            rx_st <= ST_SYNC;
                         end
                       else
                         begin
                            rx_st <= ST_WAIT;
                         end
                    end
                  else if (rx_st == ST_SYNC)
                    begin
                       if (rx_bit)
                         recv_en <= 1'b1;
                       rx_st <= ST_WAIT;
                    end
               end
             else
               begin
                  rx_count <= rx_count - 1'd1;
               end
          end
     end
endmodule
module uart_top
  (
   input        xreset,
   input        clock,
   output       uart_txd,
   input        uart_rxd,
   output [6:0] hex_led0,
   output [6:0] hex_led1,
   output [6:0] hex_led2,
   output [6:0] hex_led3);
   reg  [7:0] disp_digit;  
   wire       send_en, recv_en, send_ready;
   wire [7:0] send_data, recv_data;
   assign send_en   = send_ready && recv_en;
   assign send_data = recv_data;
   uart uart( 
             .xreset(xreset),
             .clock(clock),
             .uart_txd(uart_txd),
             .uart_rxd(uart_rxd),
             .send_en(send_en),
             .send_data(send_data),
             .send_ready(send_ready),
             .recv_en(recv_en),
             .recv_data(recv_data));
   always @(posedge clock or negedge xreset)
     begin
        if (!xreset)
          begin
             disp_digit <= 8'h00;
          end
        else
          begin
             if (recv_en)
               begin
                  disp_digit <= recv_data;
               end
          end
     end
   assign hex_led3 = hex_dec(uart_txd);
   assign hex_led2 = hex_dec(uart_rxd);
   assign hex_led1 = hex_dec(disp_digit[7:4]);
   assign hex_led0 = hex_dec(disp_digit[3:0]);
   function [6:0] hex_dec;
      input [3:0] val;
      case(val)
        4'h0: hex_dec = 7'b1000000;
        4'h1: hex_dec = 7'b1111001;
        4'h2: hex_dec = 7'b0100100;
        4'h3: hex_dec = 7'b0110000;
        4'h4: hex_dec = 7'b0011001;
        4'h5: hex_dec = 7'b0010010;
        4'h6: hex_dec = 7'b0000010;
        4'h7: hex_dec = 7'b1011000;
        4'h8: hex_dec = 7'b0000000;
        4'h9: hex_dec = 7'b0010000;
        4'hA: hex_dec = 7'b0001000;
        4'hB: hex_dec = 7'b0000011;
        4'hC: hex_dec = 7'b0100111;
        4'hD: hex_dec = 7'b0100001;
        4'hE: hex_dec = 7'b0000110;
        4'hF: hex_dec = 7'b0001110;
        default: hex_dec = 7'b0100011;
      endcase
   endfunction
endmodule

==> impl_metrics.prom <==
# HELP chip_impl_metric Physical implementation figures
# TYPE chip_impl_metric gauge
chip_impl_metric{name="post-route-drc-count",unit=""} 0
chip_impl_metric{name="setup_viol",unit=""} 0
chip_impl_metric{name="vdd_ir_drop_max",unit="uV"} 398
chip_impl_info{name="cts_tree",value="done"} 1
chip_impl_metric{name="cell_pwr_density",unit="nW/um^2"} 435
chip_impl_metric{name="dpl.cell_count",unit=""} 499
chip_impl_info{name="cp-end-kind",value="primary output"} 1
chip_impl_metric{name="cp_num_buf_inv",unit=""} 3
chip_impl_metric{name="synthesis_area_per_yosys",unit="sq um"} 3730
chip_impl_metric{name="clock.fmax",unit="MHz"} 350
chip_impl_info{name="rsz_0062_raised_after_global_routing",value="false"} 1
chip_impl_metric{name="pin_count",unit=""} 32
chip_impl_metric{name="stage_log_warnings",unit=""} 42
chip_impl_metric{name="p_leak",unit="nW"} 1.72
chip_impl_metric{name="async_reset_ff_share",unit="%"} 98.2
chip_impl_metric{name="globalRoute.totalOverflow",unit=""} 0
chip_impl_metric{name="cts.reportedPaths.clkPinSlew",unit="ps"} 70
chip_impl_metric{name="setup.reg_to_reg.worst_slack",unit="ps"} 1210
chip_impl_metric{name="layout-area-overhead-vs-synth",unit="%"} 11.8
chip_impl_info{name="cp-startpoint",value="disp_digit[5]"} 1
chip_impl_metric{name="post_cts_resize_count",unit=""} 0
chip_impl_metric{name="syn-instance-count",unit=""} 398
chip_impl_metric{name="syn_area",unit="sq um"} 3730
chip_impl_metric{name="final-hold-violation-count",unit=""} 0
chip_impl_info{name="critical_path.endpoint",value="hex_led1[3]"} 1
chip_impl_info{name="worstSetupPathType",value="flop to primary output"} 1
chip_impl_metric{name="floorplan.die.width",unit="um"} 88.3
chip_impl_metric{name="worst_pin_slew",unit="ps"} 882
chip_impl_info{name="critical_path.most_common_cell",value="sky130_fd_sc_hd__inv_1"} 1
chip_impl_info{name="ctsRootBufferMaster",value="sky130_fd_sc_hd__clkbuf_8"} 1
chip_impl_metric{name="cts_inserted_buffers",unit=""} 9
chip_impl_metric{name="postRouteAntennaNets",unit=""} 0
chip_impl_metric{name="design.die.area",unit="sq um"} 7800
chip_impl_metric{name="drtIter0Drc",unit=""} 125
chip_impl_info{name="r2r_end",value="uart.rx_st[1]"} 1
chip_impl_metric{name="post_drt_wl_per_cell",unit="um"} 13.8
chip_impl_metric{name="grt_first_pass_wirelength",unit="um"} 12100
chip_impl_info{name="critical_path.cell_chain",value="inv_1 > ha_1 > inv_1 > mux4_2 > clkdlybuf4s50_1"} 1
chip_impl_info{name="ff_type",value="sky130_fd_sc_hd__dfrtp_1"} 1
chip_impl_metric{name="maximum_number_of_pins_on_one_net_before_global_route_repair",unit=""} 57
chip_impl_metric{name="worst_path_required",unit="ps"} 3040
chip_impl_metric{name="die_h",unit="um"} 88.3
chip_impl_metric{name="postSynthRegisterBits",unit=""} 57
chip_impl_metric{name="fraction_of_final_layout_cells_with_drive_strength_greater_than_1",unit="%"} 15.6
chip_impl_metric{name="worst-endpoint-arrival",unit="ps"} 2090
chip_impl_metric{name="io_buffer_count",unit=""} 25
chip_impl_info{name="run_status",value="finished clean"} 1
chip_impl_info{name="cp_top_family",value="buffers and inverters"} 1
chip_impl_metric{name="critical-path-max-stage-delay",unit="ps"} 450
chip_impl_metric{name="placementRows",unit=""} 31
chip_impl_metric{name="cts-htree-levels",unit=""} 3
chip_impl_metric{name="detail_route.wirelength",unit="um"} 7090
chip_impl_metric{name="vias_per_instance",unit=""} 5.56
chip_impl_metric{name="synth-cells-yosys",unit=""} 398
chip_impl_metric{name="final.min_clock_period",unit="ps"} 2850
chip_impl_info{name="critPathLaunchType",value="flop"} 1
chip_impl_metric{name="cts_post_setup_buffers_inserted",unit=""} 0
chip_impl_metric{name="number_of_detailed_route_iterations_in_the_first_pass",unit=""} 4
chip_impl_metric{name="dp_hpwl",unit="um"} 4940
chip_impl_metric{name="design.core.area",unit="sq um"} 7210
chip_impl_metric{name="timing.reg2reg.worst_path_depth",unit=""} 8
chip_impl_metric{name="fp_util",unit="%"} 51.6
chip_impl_metric{name="clock_insertion_delay_worst_skew",unit="ps"} 330
chip_impl_metric{name="tally_of_max_capacitance_violations",unit=""} 0
chip_impl_metric{name="globalplace.congestion",unit=""} 0.864
chip_impl_metric{name="synth_seq_share",unit="%"} 39.1
chip_impl_metric{name="final_core_utilization",unit="%"} 57.8
chip_impl_metric{name="setup_tns",unit="ps"} 0
chip_impl_metric{name="grt_pass1_vias",unit=""} 2614
chip_impl_metric{name="syn_area_per_cell",unit="sq um"} 9.36
chip_impl_metric{name="clk_path_buf_depth",unit=""} 2
chip_impl_metric{name="finalClockPeriodUsage",unit="%"} 75.1
chip_impl_metric{name="cts.sink_count",unit=""} 57
chip_impl_metric{name="grt_antenna_before_repair",unit=""} 1
chip_impl_metric{name="synth-edff-count",unit=""} 1
chip_impl_metric{name="synth_cell_type_count",unit=""} 59
chip_impl_metric{name="worst_clock_skew",unit="ps"} 9.53
chip_impl_metric{name="final_max_slew_viol_count",unit=""} 0
chip_impl_metric{name="antennaDiodeCount",unit=""} 0
chip_impl_metric{name="vias",unit=""} 2865
chip_impl_metric{name="cts-hold-fix-buffers",unit=""} 0
chip_impl_info{name="worst_r2r_startpoint",value="uart.rx_count[0]"} 1
chip_impl_metric{name="finalNonFillerCells",unit=""} 515
chip_impl_metric{name="max_slew_margin",unit="%"} 40.7
chip_impl_metric{name="critical_path_peak_fanout",unit=""} 6
chip_impl_info{name="timing.critical_path.slowest_stage_cell",value="sky130_fd_sc_hd__dfrtp_1"} 1
chip_impl_metric{name="grtUsageTotal",unit="%"} 20.1
chip_impl_metric{name="worst-path-stages",unit=""} 5
chip_impl_info{name="hold_path_class",value="flop to flop"} 1
chip_impl_metric{name="synth.yosys.warnings",unit=""} 2
-- through the flow --
stage               total power [W]  hold WS (ps)  setup WS (ps)  cell area (sq um)
global route                0.00194           514            778               4170
floorplan                   0.00113           438           1430               3740
detailed placement          0.00124           460           1200               3970
global placement            0.00125           459           1240               3970
finish                      0.00181           469            946               4170
CTS                         0.00183           471            921               4170
-- registers in the layout, indices dropped and copies added (netlist names) --
register / flops
disp_digit: 8
uart.recv_en: 1
uart.rx_bit: 1
uart.rx_buf: 8
uart.rx_count: 11
uart.rx_st: 4
uart.tx_bit: 1
uart.tx_buf: 8
uart.tx_count: 11
uart.tx_st: 4
-- where the power goes --
part | switching [W] | total [W] | internal, W
Combinational | 0.000275 | 0.000468 | 0.000193
Clock | 0.000229 | 0.000566 | 0.000337
Sequential | 0.0000951 | 0.000781 | 0.000685
-- worst min path at each step --
stage,start,endpoint,cells after the start
final,uart.tx_buf[7],uart.tx_buf[7],2
after global routing,uart.tx_count[4],uart.tx_count[4],2
after CTS,uart.tx_count[4],uart.tx_count[4],2
-- worst min-delay path, stage by stage, from the launching register on --
cell	delay (ps)
sky130_fd_sc_hd__dfrtp_1	340
sky130_fd_sc_hd__nand2_1	50
sky130_fd_sc_hd__nand2_1	50
-- logic make-up (layout without fill, tap and decap cells) --
kind of cell	Yosys count	in the layout	synth area share [%]
AOI/OAI and AO/OA	100	100	17.3
xor gates and xnor gates	7	7	1.65
muxes	31	31	10.1
buffers and inverters	52	66	6.75
DFF	57	57	39.1
and+or+nand+nor	126	126	17.2
other	2	6	0.202
adders and majority gates	23	23	7.72
-- metal layers --
| layer | up-vias | GRT usage, % | share of wire, % |
|---|---|---|---|
| met5 | - | 0 | 0.25 |
| met4 | 2 | 3.37 | 1.6 |
| met3 | 14 | 3.12 | 4.0 |
| met2 | 56 | 30.5 | 44 |
| met1 | 1355 | 32.6 | 50 |
| li1 | 1438 | - | - |
-- layout make-up --
| type | count | area (sq um) |
|---|---|---|
| fill | 654 | 3050 |
| multi-input combinational | 293 | 2030 |
| sequential | 57 | 1460 |
| timing repair buffer | 29 | 275 |
| clock buffer | 13 | 159 |
| tap | 99 | 124 |
| inverter | 21 | 78.8 |
| clock inverter | 3 | 40.0 |
-- cells in the mapped netlist, drive strengths merged, types with 5 or more instances --
cell type | n | area (sq um)
nor4 | 5 | 46.3
or3 | 8 | 50.1
mux2i | 15 | 150
o21ai | 34 | 174
dfstp | 19 | 499
nand3 | 10 | 50.1
ha | 23 | 288
nor2 | 26 | 97.6
and2 | 5 | 31.3
inv | 21 | 78.8
clkbuf | 15 | 57.6
mux2 | 12 | 135
buf | 16 | 115
a31oi | 7 | 43.8
nor3 | 12 | 60.1
a21oi | 20 | 100
dfrtp | 37 | 926
nand2 | 41 | 161
-- cells in the final DEF (no fill, tap or decap), drive strengths merged, types with 4 or more instances in the layout --
cell type / instances
conb: 6
nor3: 12
and2: 5
o211ai: 4
nor2: 26
o21ai: 34
nand2b: 4
xor2: 4
mux2i: 15
nor4: 5
inv: 21
mux4: 4
dfstp: 19
a21o: 4
dfrtp: 37
nand2: 41
nand3: 10
mux2: 12
buf: 5
or3: 8
ha: 23
a21oi: 20
clkbuf: 13
clkdlybuf4s50: 24
a31oi: 7
No activity file was given, so power comes from the tool's default toggle rates.
